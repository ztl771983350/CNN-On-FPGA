==> flow/design.v <==
`timescale 1ns / 1ps
module maxpool_one_clk
	#(
	parameter			bits			=		16	,
	parameter			bits_shift		=		4	,
	parameter 			pool_size		=		4	,
	parameter			pool_size_2		=		3	,
	parameter			clk_num			=		2	
	)
	(
	input									clk_in		,
	input									rst_n		,
	input		[(pool_size<<bits_shift)-1:0]				data_in		,    
	input 									start		,
	output		[bits-1:0]						data_out	,    
	output		reg							ready		
    );
reg 				[pool_size_2-1:0]				cnt				;
wire	unsigned		[bits-1:0]					data_temp	[0:clk_num-1]	;    
reg										flag				;
wire	unsigned		[bits-1:0]					data_in_reg	[0:pool_size-1]	;    
genvar i,j ;
generate
	for (i = 0; i < pool_size; i = i + 1)
	begin
		assign	data_in_reg[i]			=	data_in[(i<<bits_shift)+bits-1:(i<<bits_shift)];
	end
	for (j = 0; j < clk_num; j = j + 1)
	begin
		assign	data_temp[j]			=	(data_in_reg[(j<<1)+1]<data_in_reg[j<<1])?data_in_reg[(j<<1)]:data_in_reg[(j<<1)+1];
	end
endgenerate
assign		data_out = (data_temp[0]< data_temp[1])?data_temp[1]:data_temp[0];       
always@(posedge clk_in or negedge rst_n)
begin
	if(~rst_n)
	begin
		cnt							<=		0;
		ready							<=		1'b0;
		flag							<=		1'b0;
	end
	else
	begin
		if(start||flag)
		begin
			if(cnt < clk_num-1)
			begin
				ready					<=		1'b1;
				flag					<=		1'b1;
				cnt					<=		cnt	+	1'b1;
			end
			else
			begin
				flag					<=		1'b0;
				cnt					<=		1'b0;
				ready					<=		1'b0;
			end
		end
	end
end
endmodule
==> flow/run.sh <==
#!/bin/bash
# OpenROAD 26Q1-2900-gdf79404cd8, Yosys 0.63+post, stock flow scripts
make -C /OpenROAD-flow-scripts/flow DESIGN_CONFIG=/design/flow/config.mk WORK_HOME=/design/flow/orfs finish
==> flow/config.mk <==
export PLATFORM = sky130hd
export DESIGN_NAME = maxpool_one_clk
export DESIGN_NICKNAME = maxpool_one_clk
export VERILOG_FILES = /design/flow/design.v
export SDC_FILE = /design/flow/constraint.sdc
export NUM_CORES = 4
export LEC_CHECK = 1
export CORE_UTILIZATION = 30
==> flow/constraint.sdc <==
current_design maxpool_one_clk

set clk_period 19.8
set clk_io_pct 0.2

create_clock -name clk0 -period $clk_period [get_ports {clk_in}]

set non_clock_inputs [all_inputs -no_clocks]
set_input_delay [expr $clk_period * $clk_io_pct] -clock clk0 $non_clock_inputs
set_output_delay [expr $clk_period * $clk_io_pct] -clock clk0 [all_outputs]
==> out/summary.txt <==
Cell Area, Synth = 2120 um^2
DR DRC count = 0
DR vias = 2,478
Sum Neg Setup Slack = 0 ps
Setup crit end = data_out[11]
first-pass GRT wire length = 10,000 um
YS chip area = 2120 um^2
metal3 WL = 429 um
RSZ-0062 raised after global routing = no
clock sink count = 4
Worst R2R Path Depth = 2
FF-to-FF End = cnt[2]$_DFFE_PN0P_
vias in the first global route = 2,167
final hold violations = 0
HPWL after DPL = 5190 um
outcome = finished, final reports clean
Avg Cell Area, Syn = 7.00 um^2
min-delay src = cnt[2]$_DFFE_PN0P_
Crit Path Max Fanout = 16
Syn Inst Count = 303
top cells, area = ha_1 (27%), o21ai_0 (9.2%), mux2i_1 (7.5%)
distinct lib cells = 39
Leakage = 1.41 nW
FP Rows = 30
# diodes = 0
critical-path cell list = clkdlybuf4s50_1 -> inv_1 -> ha_1 -> and4_1 -> a221o_1 -> o21ai_0 -> nand2_1 -> o21ai_0 -> ha_1 -> a21o_1 -> a21o_1 -> a21oi_1 -> a21boi_1 -> buf_4 -> nor4_1 -> nor3_1 -> clkdlybuf4s50_1
fp util = 31.1%
core footprint = 6830 um^2
Slew Viols, Final = 0
DIE AREA = 7410 um^2
Ys Warns = 1
Hold Crit Class = register to register
yosys stat cell total = 303
Inst Count DP = 472
post-cts sizing count = 0
M1 wire length = 2980 um
Setup violations, final = 0
top sig layer = met3
Top-area cell share = 27.1%
antenna violations before repair = 0
Log Warnings = 25
width of the die = 86.1 um
Layout area overhead = 45.4%
critical path launch point type = input pin
min cycle time layout = 12,800 ps
Max Cap Viol = 0
ys async rst share = 100%
met2 routed WL = 2920 um
Ports = 84
Worst Max-Slew Pin Slew = 741 ps
Post-CTS Hold Buffers = 0
Setup crit end kind = output port
largest net degree at the start of global routing = 34
GPL Wtd Cong = 0.890
Non-Filler Instances = 475
cycle use final = 64.6%
Post-synth EDFFs = 0
R2R Setup Slk = 18,500 ps
post-synthesis sequential area ratio = 4.72%
clock buffer depth = 2
Final ANT Viol Nets = 0
setup repair bufs after CTS = 0
CTS clock-pin slew for the worst setup and hold paths = 30 ps
Max H-tree Level = 1
GRT Total Usage = 16.9%
Pwr Density = 52.3 nW/um^2
CTS Buf Count = 3
Root Buffer = clkbuf_8
f_max = 78.1 MHz
skew final = 1.20 ps
Slew headroom = 50.5%
Clk Latency, worst-skew pair = 210 ps
WL/cell = 13.3 um
Via density = 5.22
Crit Path Class = input pin to output port
ys flops = 4
Die Span Y = 86.1 um
drt first-iter violations = 108
CP required = 15,840 ps
drt total wl = 6330 um
Worst Setup SP = data_in[6]
slowest CP cell = a21boi_1
Max stage delay on crit path = 530 ps
crit path DAT = 8840 ps
TritonCTS clock tree = built
Initial DRT Pass Iterations = 5
Buffers on Ports = 83
gr ovfl total = 0
layout cells sized above 1 = 4.75%
Crit Reg-Reg Startpoint = cnt[1]$_DFFE_PN0P_
FILL cells = 704
leading area contributor after synthesis = ha_1
Max IR drop VDD = 0.0000524 V
Most common reg cell = dfrtp_1
[where the power goes]
part / leakage, nW / internal (mW) / switching, mW / total [mW]
clock network: 0.0216 / 0.0129 / 0.00382 / 0.0167
logic: 1.33 / 0.0683 / 0.0634 / 0.132
registers: 0.0518 / 0.0113 / 0.00184 / 0.0131
total: 1.41 / 0.0925 / 0.0690 / 0.162
[through the flow]
step	cell area [um^2]	power [mW]	setup WS (ps)	hold slack [ps]	util [%]
after floorplan	2120	0.0838	8360	446	-
after global placement	3040	0.142	7080	476	44.6
after detailed placement	3040	0.144	7030	482	44.6
after CTS	3090	0.162	7020	486	45.2
after global routing	3090	0.179	6670	513	45.2
final	3090	0.162	7000	485	45.2
[cell families (layout without fill, tap and decap cells)]
| logic type | count (synthesis) | in the layout | synth area share [%] |
|---|---|---|---|
| muxes | 18 | 18 | 8.78 |
| AOI/OAI and AO/OA | 107 | 107 | 30.2 |
| adders and majority gates | 46 | 46 | 27.1 |
| DFF | 4 | 4 | 4.72 |
| and+or+nand+nor | 84 | 84 | 20.8 |
| buffers and inverters | 44 | 120 | 8.37 |
[synth_stat cells (all sizes together), types with 3 or more instances]
cell / count
ha: 46
o21ai: 40
inv: 30
nand2: 29
a21oi: 28
nor4: 18
nor3: 17
mux2i: 16
o22ai: 15
clkbuf: 11
a21o: 8
nor2: 6
a211oi: 4
dfrtp: 4
and4: 3
buf: 3
nand3: 3
[how the worst min path moves through the flow]
stage,slack [ps],depth (start not counted),to
5_1_grt,510,1,flag$_DFFE_PN0P_
4_1_cts,490,1,flag$_DFFE_PN0P_
6_report,480,1,flag$_DFFE_PN0P_
[layer usage]
metal	vias to the layer above	GRT usage [%]
met3	0	2.15
li1	1299	-
met2	84	28.5
met4	0	0.606
met1	1095	24.3
met5	-	0
[worst max-delay path: cells and delay by family]
family	cells	cell delay, ps
AOI/OAI and AO/OA	7	2020
and+or+nand+nor	4	930
buffers and inverters	4	1310
adders and majority gates	2	610
[layout by cell type (no fill, tap or decap), types with 2 or more instances in the layout]
cell type,count
a211oi_1,3
a21o_1,8
a21oi_1,28
a22o_1,2
and2_1,2
and4_1,3
buf_4,4
clkbuf_8,3
clkdlybuf4s50_1,83
dfrtp_1,4
ha_1,46
inv_1,30
mux2i_1,16
nand2_1,29
nand2b_1,2
nand3_1,3
nand4_1,2
nor2_1,6
nor3_1,17
nor4_1,15
nor4_2,3
o21a_1,2
o21ai_0,39
o22ai_1,15
[state kept, by name, indices dropped and copies added, names as in the netlist]
| signal | cells |
|---|---|
| flag | 1 |
| cnt | 3 |
[area by class of cell]
type                       count  area, um^2  share of cell area, %
inverter                      30         113                   3.65
multi-input combinational    255        1850                   60.0
clock buffer                   3        41.3                   1.34
sequential                     4         100                   3.24
timing repair buffer          87         861                   27.9
tap                           96         120                   3.89
No activity file was given, so power comes from the tool's default toggle rates.
